$ cat flow/design.v
module PC(
input wire clk,
input wire rst_n,
input wire enable,
input wire [N - 1:0] loadValue,
input wire [N - 1:0] a,
output reg [N - 1:0] b
);
parameter [31:0] N = 32;
  always @(posedge clk) begin
    if((rst_n == 1'b0)) begin
      b <= loadValue;
    end
    else if((enable == 1'b1)) begin
      b <= a;
    end
  end
endmodule
module incrementerBlock(
input wire [N - 1:0] in1,
output wire [N - 1:0] res
);
parameter [31:0] N = 30;
wire [N - 2:0] connection;
  assign res[0] =  ~(in1[0]);
  assign connection[0] = in1[0];
  genvar I;
  generate for (I=1; I <= N - 2; I = I + 1) begin: genSubBlock
      incrementerSubBlock subBlock(
          in1[I],
      connection[I - 1],
      res[I],
      connection[I]);
  end
  endgenerate
  assign res[N - 1] = in1[N - 1] ^ connection[N - 2];
endmodule
module incrementerSubBlock(
input wire in1,
input wire in2,
output wire res,
output wire cout
);
  assign res = in1 ^ in2;
  assign cout = in1 & in2;
endmodule
module mux2to1Nbit(
input wire [N - 1:0] A,
input wire [N - 1:0] B,
input wire s,
output reg [N - 1:0] Z
);
parameter [31:0] N = 32;
  always @(a, b, S) begin
    case(S)
    1'b0 : begin
      Z <= A;
    end
    1'b1 : begin
      Z <= B;
    end
    default : begin
      Z <= A;
    end
    endcase
  end
endmodule
module registerNbit(
input wire clk,
input wire rst_n,
input wire enable,
input wire [N - 1:0] a,
output reg [N - 1:0] b
);
parameter [31:0] N = 32;
  always @(posedge clk) begin
    if((rst_n == 1'b0)) begin
      b <= {(((N - 1))-((0))+1){1'b0}};
    end
    else if((enable == 1'b1)) begin
      b <= a;
    end
  end
endmodule
module stage1(
input wire CLK,
input wire RSTN,
input wire EN_PC,
input wire EN_PIPE_PC,
input wire EN_PIPE_Instruction,
input wire selJump,
input wire [N - 3:0] loadValue,
input wire [N - 1:0] outMemInstruction,
input wire [N - 3:0] targetAddJump,
output wire [N - 1:0] outPC,
output wire [N - 1:0] outMemInstructionPipe,
output wire [N - 3:0] outPipeRegPC
);
parameter [31:0] N=32;
wire [N - 3:0] targetAddress;   
wire [N - 3:0] targetAddressSeq;   
wire [N - 3:0] targetAddPC;   
wire [N - 3:0] out_PC;
  PC #(
      .N(30))
  ProgramCounter(
      CLK,
    RSTN,
    EN_PC,
    loadValue,
    targetAddress,
    targetAddPC);
  assign out_PC = targetAddPC;
  assign outPC = {out_PC,1'b0,1'b0};
  mux2to1Nbit #(
      .N(30))
  Mux(
      targetAddressSeq,
    targetAddJump,
    selJump,
    targetAddress);
  incrementerBlock #(
      .N(30))
  Incrementer(
      out_pc,
    targetAddressSeq);
  registerNbit #(
      .N(30))
  IF_ID_PC(
      CLK,
    RSTN,
    EN_PIPE_PC,
    out_pc,
    outPipeRegPC);
  registerNbit #(
      .N(32))
  IF_ID_instruction(
      CLK,
    RSTN,
    EN_PIPE_Instruction,
    outMemInstruction,
    outMemInstructionPipe);
endmodule
$ cat flow/run.sh
#!/bin/bash
# OpenROAD 26Q1-2900-gdf79404cd8, Yosys 0.63+post, stock flow scripts
make -C /OpenROAD-flow-scripts/flow DESIGN_CONFIG=/design/flow/config.mk WORK_HOME=/design/flow/orfs finish
$ cat flow/config.mk
export PLATFORM = sky130hd
export DESIGN_NAME = stage1
export DESIGN_NICKNAME = stage1
export VERILOG_FILES = /design/flow/design.v
export SDC_FILE = /design/flow/constraint.sdc
export NUM_CORES = 4
export LEC_CHECK = 1
export CORE_UTILIZATION = 40
$ cat flow/constraint.sdc
current_design stage1

set clk_period 1.8
set clk_io_pct 0.2

create_clock -name clk0 -period $clk_period [get_ports {CLK}]

set non_clock_inputs [all_inputs -no_clocks]
set_input_delay [expr $clk_period * $clk_io_pct] -clock clk0 $non_clock_inputs
set_output_delay [expr $clk_period * $clk_io_pct] -clock clk0 [all_outputs]
==> Changelog: implementation <==
## Flow update

* Worst r2r src: IF_ID_instruction.b[0]
* Number of storage elements in the synthesis netlist at 62
* Sum of buffers and inverters on the critical path at 1
* Top cells by area, synth: sky130_fd_sc_hd__edfxtp_1, sky130_fd_sc_hd__dfxtp_1, sky130_fd_sc_hd__nor2b_1, sky130_fd_sc_hd__mux2i_1, sky130_fd_sc_hd__buf_4
* Sink count of the clock tree at a little over 60
* Power density relative to cell area at 805 nW/µm²
* Insertion delay to the later sink of the worst-skew pair at 0.33 ns
* Global-route met1 utilization at 0.211
* H-tree lvl count at 3
* Post-route clock period utilization at 0.840
* Maximum clock skew at final layout at 0 ns
* Result of the run: finished, final reports clean
* Die x size at slightly above 80 µm
* TritonCTS buffer count at 9
* Input/output buffers at 127
* Routed wirelength normalized by instance count at 12.5 µm
* Area of the placeable core at approximately 6300 µm²
* Standby leakage power at 1.61 nW
* Worst Hold Path Cells at 3
* Upper clock frequency limit at 661 MHz
* Post-DR vias/cell at 4.11
* Chip area line of the yosys report at 2600 µm²
* Count of routing violations after the opening detailed-route iteration at 68
* Largest area contributor in the netlist: sky130_fd_sc_hd__edfxtp_1
* Unique masters post-synth at 12
* Starting density of the core at 0.412
* Worst min-delay path class: primary input to flop
* Met3 layer usage reported by global route at 0.0557
* Highest-delay cell along the critical path: sky130_fd_sc_hd__clkdlybuf4s50_1
* Vertical die dimension at 82.6 µm
* IR Drop Worst-Case VDD at 0.455 mV
* Number of cells in the finished layout apart from fillers at 411
* Required @ worst endpoint at 1.44 ns
* Number of buffers added for setup after CTS at 0
* Kind of critical path: flop to primary output
* Vias in the first global route at 1370
* Post-cts hold buffer count at 0
* Met2 Usage GRT at 0.220
* Synthesized netlist cell count at 200
* Worst-path clk slew at 0.07 ns
* Filler cell count at 534
* Synth-to-layout area growth at 52.8%
* Fraction of synthesized cell area taken by the top area cell type at 0.346
* Critical Path, Cell by Cell: clkdlybuf4s50_1
* Biggest cell delay along the critical path at 0.50 ns
* Global route hottest layer: met2
* Startpoint Class: flop
* Highest-count cells in the layout ignoring fill and taps: sky130_fd_sc_hd__clkdlybuf4s50_1, sky130_fd_sc_hd__nor2b_1, sky130_fd_sc_hd__dfxtp_1, sky130_fd_sc_hd__mux2i_1, sky130_fd_sc_hd__conb_1
* Congestion Overflow GR at 0
* Yosys synthesis warning count at 10
* CTS tree: built
* Count of antenna diodes in the layout at 0
* Final number of setup-violating endpoints at 0
* Global-route wire length before repair at ~7000 µm
* Crit Reg-Reg Endpoint: IF_ID_instruction.b[0]
* Gates resized, CTS repair at 0
* Fraction of layout instances using a drive strength above 1 at 0.0539
* Startpoint of the most critical hold path: EN_PIPE_Instruction
* Tally of max-capacitance violations at 0
* Element type at the critical path end: primary output
* Vias at 1690
* Share of the yosys chip area belonging to registers at 0.593
* Worst Hold End: IF_ID_instruction.b[3]
* Placed Cells at 396
* Register-to-register path setup slack at 1.18 ns
* Post-detailed-route count of antenna-violating nets at 0
* Final tally of hold violations at 0
* Detailed placement HPWL at 3540 µm
* Number of rows in the core area at 29
* Final worst hold slack at 0.515 ns
* Antenna violations before repair at 0
* Ports placed on the boundary at 192
* Post-route DRC at 0
* Netlist area before placement at 2600 µm²
* Total cells reported by yosys after synthesis at 200
* FF-to-FF path depth at 2
* Number of OpenROAD warnings at 58
* Period minus WS final at roughly 1.5 ns
* Maximum number of pins on one net before global-route repair at ~63
* Max-slew violation count at 0
* Total wire length at 5140 µm
* Clock tree buffer depth at 2
* Global placer's final weighted congestion at 0.727
* All-Layer GR Usage at 0.146
* Unrepaired setup endpoints after global routing: no
* Aggregate negative setup slack at 0 ns
* Root Buffer: sky130_fd_sc_hd__clkbuf_8
* Average footprint of a synthesized cell at around 13 µm²
* Iteration count of the initial detailed-routing pass at 3
* Data arrival time at the worst-slack endpoint at roughly 1.2 ns
* Chip Footprint at 6830 µm²
* Maximum fanout along the worst path at 1
* Crit path max-delay family: buffers and inverters
* Dominant logic cell type in the layout: sky130_fd_sc_hd__clkdlybuf4s50_1
power breakdown:
part | leakage, nW | total, mW | internal, mW | switching, mW
clock | 0.0926 | 1.10 | 0.604 | 0.496
combinational | 0.931 | 0.479 | 0.362 | 0.117
sequential | 0.582 | 1.62 | 1.59 | 0.0326
total | 1.61 | 3.20 | 2.56 | 0.645
how the worst max path moves through the flow:
stage | startpoint | endpoint | cells past startpoint
6_report | ProgramCounter.b[23] | outPC[25] | 1
5_1_grt | IF_ID_instruction.b[16] | outMemInstructionPipe[16] | 1
4_1_cts | ProgramCounter.b[23] | outPC[25] | 1
through the flow:
| stage | power [mW] | utilization | cell area (µm²) | worst slack [ns] |
|---|---|---|---|---|
| after floorplan | 1.82 | - | 2720 | 0.309 |
| after global placement | 2.13 | 0.601 | 3800 | 0.326 |
| after detailed placement | 2.14 | 0.601 | 3800 | 0.315 |
| after CTS | 3.24 | 0.629 | 3970 | 0.271 |
| after global routing | 3.36 | 0.629 | 3970 | 0.226 |
| final | 3.20 | 0.629 | 3970 | 0.288 |
worst register-to-register path, cell delays in order (launching register included):
cell	delay, ns
sky130_fd_sc_hd__dfxtp_1	0.31
sky130_fd_sc_hd__mux2i_1	0.15
sky130_fd_sc_hd__nor2b_1	0.06
cells in the mapped netlist, drive strengths merged:
cell / count
buf: 39
mux2i: 32
and2b: 1
edfxtp: 30
conb: 1
or2b: 1
clkbuf: 3
dfxtp: 32
nor2b: 61
layout make-up:
type,instances,area (µm²),area share
Sequential cell,62,1540,0.388
Tap cell,77,96.3,0.0242
Clock inverter,1,5.00,0.00126
Timing Repair Buffer,130,1320,0.332
Multi-Input combinational cell,127,837,0.211
Clock buffer,14,173,0.0435
registers in the layout, indices dropped and copies added, names as in the netlist:
signal / flops
ProgramCounter.b: 30
IF_ID_instruction.b: 32
kinds of logic (layout without fill, tap and decap cells):
| kind of cell | Yosys count | after routing | synth area share |
|---|---|---|---|
| buffers and inverters | 42 | 145 | 0.130 |
| DFF | 62 | 62 | 0.593 |
| muxes | 32 | 32 | 0.123 |
| other | 1 | 32 | 0.00144 |
| and+or+nand+nor | 63 | 63 | 0.153 |
routing by layer:
metal  wire length [µm]  part of all wire
met5                  0                 0
met4                127             0.025
met3                561              0.11
met2               2360              0.46
met1               2090              0.41
Power figures rest on the tool's default switching activity, not on a simulated workload.
