[flow/run.sh]
#!/bin/bash
# OpenROAD 26Q1-2900-gdf79404cd8, Yosys 0.63+post, stock flow scripts
make -C /OpenROAD-flow-scripts/flow DESIGN_CONFIG=/design/flow/config.mk WORK_HOME=/design/flow/orfs finish
[flow/config.mk]
export PLATFORM = sky130hd
export DESIGN_NAME = Stage4
export DESIGN_NICKNAME = Stage4
export VERILOG_FILES = /design/flow/design.v
export SDC_FILE = /design/flow/constraint.sdc
export NUM_CORES = 4
export LEC_CHECK = 1
export CORE_AREA = 10 10 114 114
export DIE_AREA = 0 0 124 124
[flow/design.v]
module Stage4(
input wire ExMem_Regwrite,
input wire ExMem_MemtoReg,
input wire ExMem_MemRead,
input wire ExMem_MemWrite,
input wire clk,
input wire rst_n,
input wire en_RdAdd,
input wire en_AluResbypass,
input wire en_ReadDataMem,
input wire en_MemtoReg,
input wire en_RegWrite,
input wire [N - 1:0] ExMem_AluResBypass,
input wire [N - 1:0] FromMem_ReadDataMem,
input wire [4:0] ExMem_RdAdd,
output wire MemWriteTOMem,
output wire EXMEMRegWrite,
output wire MemReadTOMem,
output wire MemWb_Regwrite,
output wire MemWb_MemtoReg,
output wire [N - 1:0] MemWb_ReadDataMem,
output wire [N - 1:0] MemWb_AluResBypass,
output wire [4:0] MemWb_RdAdd
);
parameter [31:0] N = 32;
  assign MemReadTOMem = ExMem_MemRead;
  assign MemWriteTOMem = ExMem_MemWrite;
  registerNbit #(
      .N(5))
  MemWbRegRdAdd(
      clk,
    rst_n,
    en_RdAdd,
    ExMem_RdAdd,
    MemWb_RdAdd);
  registerNbit #(
      .N(32))
  MemWbRegAluResBypass(
      clk,
    rst_n,
    en_AluResbypass,
    ExMem_AluResbypass,
    MemWb_AluResBypass);
  registerNbit #(
      .N(32))
  ExMemRegReadDataMem(
      clk,
    rst_n,
    en_ReadDataMem,
    FromMem_ReadDataMem,
    MemWb_ReadDataMem);
  ff_en ExMemFFRegWrite(
      clk,
    rst_n,
    en_RegWrite,
    ExMem_Regwrite,
    MemWb_Regwrite);
  assign ExMEMRegWrite = ExMem_Regwrite;
  ff_en ExMemFFMemTOReg(
      clk,
    rst_n,
    en_MemtoReg,
    ExMem_MemtoReg,
    MemWb_MemtoReg);
endmodule
module ff_en(
input wire clk,
input wire rst_n,
input wire en,
input wire a,
output reg b
);
  always @(posedge clk) begin
    if((rst_n == 1'b0)) begin
      b <= 1'b0;
    end
    else if((en == 1'b1)) begin
      b <= a;
    end
  end
endmodule
module registerNbit(
input wire clk,
input wire rst_n,
input wire enable,
input wire [N - 1:0] a,
output reg [N - 1:0] b
);
parameter [31:0] N = 32;
  always @(posedge clk) begin
    if((rst_n == 1'b0)) begin
      b <= {(((N - 1))-((0))+1){1'b0}};
    end
    else if((enable == 1'b1)) begin
      b <= a;
    end
  end
endmodule
[flow/constraint.sdc]
current_design Stage4

set clk_period 1.1
set clk_io_pct 0.2

create_clock -name clk0 -period $clk_period [get_ports {clk}]

set non_clock_inputs [all_inputs -no_clocks]
set_input_delay [expr $clk_period * $clk_io_pct] -clock clk0 $non_clock_inputs
set_output_delay [expr $clk_period * $clk_io_pct] -clock clk0 [all_outputs]
==> flow.log <==
[flow] collecting metrics
INFO  metric cell_internal_pwr = 2.28 mW
INFO  metric rsz0062_at_grt = no
INFO  metric switching_share = 0.223
INFO  metric r2r_setup_slack = 480 ps
INFO  metric timing.hold.worst.class = in2out
INFO  metric timing.setup.tns = 0 ps
INFO  metric io_buffers = 83
INFO  metric clock_tree.htree_level_count = 2
INFO  metric post_synth_design_cell_area = 1780 sq um
INFO  metric critical_path_rt = 880 ps
INFO  metric dp.final_hpwl = 3530 um
INFO  metric cts_num_sinks = 39
INFO  metric ys.warnings.count = 8
INFO  metric drt.antenna.violating_nets = 0
INFO  metric gp_congestion = 0.700
INFO  metric pwr-share-comb = 0.166
INFO  metric fa_ha_maj_cells_area_fraction = 0
INFO  metric root_buffer = clkbuf_8
INFO  metric drcViolationCount = 0
INFO  metric status = finished clean
INFO  metric ys_seq_elements = 39
INFO  metric synthMuxAreaShare = 0.220
INFO  metric clkLatencyLatePin = 280 ps
INFO  metric fin_crit_sh = 0.965
INFO  metric r2r_cells = 2
INFO  metric critical_path_buf_inv_count = 1
INFO  metric final_hold_slack = 440 ps
INFO  metric switching_power = 654 uW
INFO  metric timing.critical_path.depth = 1
INFO  metric clock_power_share = 0.306
INFO  metric synth_sequential_area_ratio = 0.440
INFO  metric antenna-diode-count = 0
INFO  metric floorplan_row_count = 37
INFO  metric ratio_of_total_power_to_cell_area = 1090 nW/um^2
INFO  metric stage_log_warnings = 58
INFO  metric synthAoiAreaFrac = 0
INFO  metric critical_path.endpoint_type = primary output
INFO  metric yosysUniqueCellTypes = 9
INFO  metric cpPeakStageDelay = 320 ps
INFO  metric yosys_area = 1780 sq um
INFO  metric xor_share_synth = 0
INFO  metric yosys_cells = 162
INFO  metric cts-buffers-inserted = 5
INFO  metric chipArea = 15,400 sq um
INFO  metric tritoncts = done
INFO  metric first_global_vias = 1,326
INFO  metric post_route_cells_drive_above_1_share = 0.205
INFO  metric hold_viol_final = 0
INFO  metric post-cts-setup-buffers = 0
INFO  metric arrival = 840 ps
INFO  metric timing.clock.skew = 0 ps
INFO  metric grt_first_pass_wirelength = 6930 um
INFO  metric drv_slew = 0
INFO  metric critical_path.slowest_cell = dfxtp_2
INFO  metric count_of_fill_cells_added_during_filler_insertion = 1,107
INFO  metric max_clock_freq = 0.942 GHz
INFO  metric overflow = 0
INFO  metric hold_buffers = 0
INFO  metric crit_fanout = 2
INFO  metric simple_gate_share = 0.137
INFO  metric drt_first_pass_iters = 2
INFO  metric fp_util = 0.170
INFO  metric post_layout_nonfiller_instances = 380
INFO  metric grt.total_usage = 0.0558
INFO  metric fp.dieH = 124 um
INFO  metric netlist_logic_family_top = multiplexers
INFO  metric critical_path.top_delay_family = flip-flops
INFO  metric timing.final.setup_violations = 0
INFO  metric finalInstanceArea = 2690 sq um
INFO  metric grt_max_degree = 40
INFO  metric drv_cap = 0
INFO  metric clk_pin_slew_worst_paths = 70 ps
INFO  metric worst_ir_drop_vdd = 0.373 mV
INFO  metric crit_path_cell_trace = dlygate4sd2_1
INFO  metric dr_total_vias = 1,210
INFO  metric cts_max_path_buffers = 2
INFO  metric critPathKind = reg2out
INFO  metric timing.final.crit_period = 1060 ps
INFO  metric place.detailed.instances = 374
INFO  metric syn-instance-count = 162
INFO  metric leakagePower = 1.22 nW
INFO  metric drt-wirelength-per-cell = 12.0 um
INFO  metric grt_antenna_before_repair = 0
INFO  metric synthesis.area_per_instance = 11.0 sq um
INFO  metric min_delay_path_depth = 0
INFO  metric detailed_place.area = 2600 sq um
INFO  metric drt_first_iter_violations = 22
INFO  metric finalCoreUtilization = 0.258
INFO  metric avgViaCountPerCell = 3.18
INFO  metric floorplan.io_pins = 154
INFO  metric syn_to_final_growth = 51.7%
INFO  metric detail_route.wirelength = 4550 um
INFO  metric start_kind = flop
INFO  metric power.sequential.fraction = 0.528
INFO  metric dieWidth = 124 um
INFO  metric core-area = 10,400 sq um
final timing paths:
path	start	to
worst min-delay path	ExMem_MemRead	MemReadTOMem
worst max-delay path	ExMemRegReadDataMem.b[27]	MemWb_ReadDataMem[27]
worst max register to register	ExMemRegReadDataMem.b[23]	ExMemRegReadDataMem.b[23]
worst min register to register	ExMemRegReadDataMem.b[19]	ExMemRegReadDataMem.b[19]
cell type report:
type,instances,area [sq um],share of cell area
clock buffers,6,72.6,0.0270
flip-flops and latches,39,830,0.308
repair buffers,88,862,0.320
multi-input cells,111,758,0.282
well taps,136,170,0.0632
synth_stat cells:
cell | number | share of area
nor2b_1 | 39 | 0.14
buf_12 | 3 | 0.034
dfxtp_1 | 39 | 0.44
buf_6 | 1 | 0.0063
buf_2 | 3 | 0.0085
clkbuf_1 | 2 | 0.0042
conb_1 | 1 | 0.0021
mux2i_1 | 39 | 0.22
buf_4 | 35 | 0.15
placed cells by master, fill, tap and decap left out:
master and instances:
clkdlybuf4s50_1 43, dfxtp_2 39, mux2i_1 39, nor2b_1 39, conb_1 33, dlygate4sd2_1 21, clkdlybuf4s15_1 18, clkbuf_8 5
buf_4 3, buf_12 2, clkbuf_1 1, buf_2 1
metal layers:
| metal | wire length [um] | part of all wire | track usage |
|---|---|---|---|
| met5 | 0 | 0 | 0 |
| met3 | 347 | 0.076 | 0.0165 |
| met2 | 2160 | 0.47 | 0.0901 |
| met4 | 88 | 0.019 | 0.00935 |
| met1 | 1960 | 0.43 | 0.0738 |
state kept, by name (all words and copies together) (netlist names):
signal and flops:
ExMemRegReadDataMem.b 32, MemWbRegRdAdd.b 5, ExMemFFMemTOReg.b 1, ExMemFFRegWrite.b 1
power groups by stage:
stage / Sequential [mW] / Clock (mW) / Combinational [mW]
finish: 1.55 / 0.897 / 0.485
global route: 1.56 / 1.04 / 0.545
CTS: 1.55 / 0.988 / 0.494
cell families (layout without fill, tap and decap cells):
| family | count (synthesis) | in the layout |
|---|---|---|
| AND/OR/NAND/NOR | 39 | 39 |
| other | 1 | 33 |
| multiplexers | 39 | 39 |
| flip-flops | 39 | 39 |
| buffers and inverters | 44 | 94 |
stage by stage:
step                      worst slack, ps  power (mW)
final                                38.2        2.93
after global routing               0.0698        3.15
after CTS                            7.75        3.03
after detailed placement            -99.0        2.11
after global placement              -84.1        2.11
after floorplan                       292        1.84
what timing repair did:
action / in CTS / in global routing
endpoints found under the hold margin: 0 / 0
gates resized: 79 / 17
pin swaps: 0 / 0
setup endpoints to repair: 39 / 17
Power is estimated from default activity; no workload was simulated.
